==> ./run.sh <==
#!/bin/bash
# OpenROAD 26Q1-2900-gdf79404cd8, Yosys 0.63+post, stock flow scripts
make -C /OpenROAD-flow-scripts/flow DESIGN_CONFIG=/design/flow/config.mk WORK_HOME=/design/flow/orfs finish
==> ./constraint.sdc <==
current_design vjtag_ctrl

set clk_period 3.9
set clk_io_pct 0.2

create_clock -name clk0 -period $clk_period [get_ports {clk}]
create_clock -name clk1 -period $clk_period [get_ports {tck}]

set non_clock_inputs [all_inputs -no_clocks]
set_input_delay [expr $clk_period * $clk_io_pct] -clock clk0 $non_clock_inputs
set_output_delay [expr $clk_period * $clk_io_pct] -clock clk0 [all_outputs]
==> ./config.mk <==
export PLATFORM = sky130hd
export DESIGN_NAME = vjtag_ctrl
export DESIGN_NICKNAME = vjtag_ctrl
export VERILOG_FILES = /design/flow/design.v
export SDC_FILE = /design/flow/constraint.sdc
export NUM_CORES = 4
export LEC_CHECK = 1
export CORE_UTILIZATION = 30
==> ./design.v <==
module vjtag_ctrl #(
    parameter ADDR_WIDTH = 16,    
    parameter DATA_WIDTH = 16     
) (
    output logic [7:0]              ir_out,      
    output logic                    tdo,         
    input  logic [7:0]              ir_in,       
    input  logic                    tck,         
    input  logic                    tdi,         
    input  logic                    cdr,         
    input  logic                    cir,         
    input  logic                    e1dr,        
    input  logic                    e2dr,        
    input  logic                    pdr,         
    input  logic                    sdr,         
    input  logic                    udr,         
    input  logic                    uir,         
    input  logic                    clk,
    input  logic                    rst_n,
    output logic                    rst_n_out,   
    output logic                    req_valid,   
    output logic [ADDR_WIDTH-1:0]   req_addr,    
    output logic                    req_write,   
    output logic [DATA_WIDTH-1:0]   req_wdata,   
    input  logic                    req_ready,   
    input  logic                    rsp_valid,   
    input  logic [DATA_WIDTH-1:0]   rsp_rdata    
);
localparam IRW = 8;                  
localparam DRW = ADDR_WIDTH + DATA_WIDTH;            
localparam  CMD_READ  = 8'h1,
            CMD_WRITE = 8'h2,
            CMD_RST_A = 8'hFE,       
            CMD_RST_D = 8'hFF;       
logic [1:0]             rst_n_dsync_tck;
logic [DRW-1:0]         dr;
logic [DATA_WIDTH-1:0]  rsp_data_tck;           
logic [1:0]     udr_dsync_sys;       
logic           udr_sys;             
logic [IRW-1:0] ir_sys;              
logic [DRW-1:0] dr_sys;              
logic           udr_q_sys;           
logic           update;              
logic           request;             
typedef enum logic [1:0] {
    IDLE,
    REQ,
    READ
} state_t;
state_t state, state_next;
logic                   is_write;
logic                   is_read;
logic [DATA_WIDTH-1:0]  rsp_data_q;
always_ff @(posedge tck) begin
    if (cdr) dr <= {{ADDR_WIDTH{1'b0}}, rsp_data_q};  
    if (sdr) dr <= {tdi, dr[DRW-1:1]};
end
assign tdo = dr[0];
assign ir_out = ir_in;
always @(posedge clk) begin
    if (!rst_n) request <= 1'b0;
    else        request <= update;
end
always_ff @(posedge clk) begin
    if (!rst_n) state <= IDLE;
    else        state <= state_next;
end
always_comb begin
    state_next = state;
    case(state)
        IDLE: begin
            if (req_valid) begin
                if (!req_ready) state_next = state_t'(REQ);
                else if (!req_write) state_next = state_t'(READ);
            end
        end
        REQ: begin
            if      (req_valid &&  req_write && req_ready) state_next = IDLE;
            else if (req_valid && !req_write && req_ready) state_next = READ;
        end
        READ: begin
            if (rsp_valid) state_next = IDLE;
        end
    endcase
end
always_ff @(posedge clk) begin
    if (!rst_n) begin
        req_valid <= 1'b0;
        req_write <= 1'b0;
    end
    else begin
        req_valid <= 1'b0;
        req_write <= 1'b0;
        case(state_next)
            IDLE: begin
                req_valid <= request & (is_write | is_read);
                req_write <= request & is_write;
            end
            REQ: begin
                req_valid <= 1'b1;
                req_write <= is_write;
            end
            READ: begin
                if (state != READ) begin  
                    req_valid <= 1'b0;
                    req_write <= 1'b0;
                end
            end
        endcase
    end
end
assign is_write  = ir_sys == CMD_WRITE;
assign is_read   = ir_sys == CMD_READ;
assign req_wdata = dr_sys[DATA_WIDTH-1:0];
assign req_addr  = dr_sys[ADDR_WIDTH+DATA_WIDTH-1:DATA_WIDTH];
always @(posedge clk) begin
    if (rsp_valid) rsp_data_q <= rsp_rdata;
end
always @(posedge clk) begin
    if (!rst_n) rst_n_out <= 1'b1;
    else begin
        if (request) begin
            if      (ir_sys == CMD_RST_A) rst_n_out <= 1'b0;
            else if (ir_sys == CMD_RST_D) rst_n_out <= 1'b1;
        end
    end
end
always @(posedge clk) begin
    if (!rst_n) udr_dsync_sys <= 2'b0;
    else        udr_dsync_sys <= {udr_dsync_sys[0], udr};
end
assign udr_sys = udr_dsync_sys[1];
always @(posedge clk) begin
    if (!rst_n) udr_q_sys <= 1'b0;
    else        udr_q_sys <= udr_sys;
end
assign update = udr_sys & ~udr_q_sys;
always @(posedge clk) begin
    if (update) begin
        ir_sys <= ir_in;
        dr_sys <= dr;
    end
end
endmodule
==> flow_metrics.py <==
# Metrics from the implementation run
metrics = {
    "synthesis": {
        "yosysUniqueCellTypes": 27,
        "ys_cells": 182,
        "xor_share": 0.00254,
        "ys_top_logic_family": "simple AND/OR/NAND/NOR gates",
        "aoi_share": 0.0247,
        "yosys.area_share.adder": 0,
        "edf_count": 88,
        "yosys_warnings": 1,
        "ys.flop_type": "edfxtp_1",
        "ys_chip_area_um2": 3450,
        "ys_seq_frac": 0.824,
        "synthCells": 182,
        "ys.flops": 98,
        "synth_area_per_cell_um2": 19.0,
        "syn_area_um2": 3450,
        "async_flop_share": 0,
        "ys_sh_mux": 0.0522,
        "simple_gate_share": 0.0758,
    },
    "route": {
        "wl_per_cell_um": 14.4,
        "ant_nets": 0,
        "wl_mm": 5.95,
        "drt_iter0_drc": 86,
        "drt-pass1-iter-count": 5,
        "drc_errors": 0,
        "vias": 1795,
        "avgViaCountPerCell": 4.34,
    },
    "timing": {
        "whs_ns": 0.378,
        "maxSlewViolCount": 0,
        "final.setup.worst_slack_ns": 1.37,
        "hold_viol_final": 0,
        "tightest_slew_ns": 0.804,
        "rsz0062_at_grt": "false",
        "timing.slew.headroom": 0.464,
        "fin_worst_skew_ns": 0.00816,
        "finalSetupViolations": 0,
        "setup_tns_ns": 0,
    },
    "pwr": {
        "static-leakage-power_nw": 1.65,
        "internal_power_mw": 2.10,
        "pwr-share-seq": 0.484,
        "p_comb_frac": 0.045,
        "power_density_nw_per_um2": 540,
        "net-switching-power_uw": 486,
        "power_mw": 2.58,
        "ir_worst_vdd_uv": 290,
        "p_clk_frac": 0.471,
        "switching_share": 0.188,
    },
    "layout": {
        "ff_latch_area_um2": 2840,
        "syn_to_final_growth_pct": 38.6,
        "fillerInstances": 992,
        "postLayoutCoreUtil": 0.434,
        "logic_area_um2": 543,
        "final_area_um2": 4780,
        "layout-drive-gt1-share": 0.150,
        "final-instance-count-excl-fill": 414,
    },
    "global_routing": {
        "grt_pass1_vias": 1821,
        "gr-usage-all-layers": 0.115,
        "grt_max_degree": 42,
        "grt_overflow": 0,
        "antenna_found_initial": 1,
        "grt_first_pass_wirelength_mm": 9.34,
    },
    "status": {
        "status": "finished clean",
    },
    "critical_path": {
        "start_kind": "input port",
        "cp_slowest_stage_delay_ns": 0.49,
        "cp_slowest_cell": "clkdlybuf4s50_1",
        "crit_buf_inv": 2,
        "reg2reg_slack_ns": 2.51,
        "worstPathRequired_ns": 3.12,
        "path_class": "input port to output pin",
        "crit_fanout": 2,
        "cpMostUsedCell": "clkdlybuf4s50_1",
        "worstPathCellList": "clkdlybuf4s50_1 -> clkdlybuf4s50_1",
        "cp_top_family": "buffers and inverters",
        "cp-end-kind": "output pin",
        "cp.arrival_ns": 1.75,
    },
    "placement": {
        "preCtsSetupSlack_ns": 1.37,
        "place_inst": 389,
        "io_buffers": 75,
        "gp_congestion": 0.750,
        "place_area_um2": 4330,
        "dpl.hpwl_mm": 3.56,
    },
    "clocking": {
        "cts_hold_buf": 0,
        "clk_pin_slew_worst_paths_ns": 0.06,
        "cts_setup_buffers": 0,
        "clkSinkCount": 98,
        "post_cts_resized": 0,
        "cts_tree": "done",
    },
    "floorplan": {
        "initCoreUtil": 0.313,
        "ioPinCount": 82,
        "rows": 38,
        "die_x_um": 109,
        "core_um2": 11000,
        "chipArea_um2": 11900,
        "die_y_um": 109,
    },
    "flow_run": {
        "tool_warnings": 31,
        "drv_cap": 0,
    },
    "hold_path": {
        "min_path_type": "flop to flop",
    },
}
==> final cells by class <==
type,instances,area share
sequential,98,0.594
multi-input combinational,73,0.114
clock inverter,5,0.0160
timing repair buffer,78,0.162
antenna,1,0.000523
tap,140,0.0366
clock buffer,19,0.0772
==> placed cells by master (no fill, tap or decap), drive strengths merged <==
cell type	Yosys	routed
o211ai	1	1
clkinvlp	0	1
or4	1	1
and3b	1	1
nand2b	2	2
nand4b	1	1
and4bb	1	1
o21ai	3	3
clkinv	0	2
nand4	2	2
diode	0	1
nand3	3	3
clkbuf	2	19
and2	20	20
nor3	1	1
or2	1	1
bufinv	0	2
o311ai	1	1
clkdlybuf4s50	0	75
nor2	1	1
nor2b	2	2
buf	9	3
a221oi	1	1
edfxtp	88	88
nand2	7	7
xor2	1	1
mux2	16	16
a21oi	3	3
dfxtp	10	10
a22oi	1	1
a21boi	3	3
==> final timing paths <==
path / cells past startpoint / endpoint / startpoint
max: 2 / ir_out[0] / ir_in[0]
min: 0 / dr_sys[28] / dr[28]
max reg2reg: 4 / req_valid / ir_sys[4]
min reg2reg: 0 / dr_sys[28] / dr[28]
max in group clk1: 2 / dr[2] / sdr
min in group clk1: 1 / dr[30] / dr[31]
==> power groups by stage <==
stage         clock network [mW]  registers, mW  logic, mW
finish                      1.22           1.25      0.117
global route                1.31           1.26      0.129
CTS                         1.26           1.25      0.120
==> synthesized netlist by cell type (all sizes together) (2+ instances only) <==
cell	instances	area (um^2)
a21oi	3	15.0
and2	20	125
clkbuf	2	7.51
mux2	16	180
dfxtp	10	200
nand3	3	15.0
a21boi	3	22.5
nor2b	2	12.5
nand2	7	26.3
buf	9	65.1
nand4	2	12.5
edfxtp	88	2640
o21ai	3	15.0
nand2b	2	12.5
==> state kept, by name, indices dropped and copies added, names as in the netlist <==
register / count
rst_n_out: 1
udr_dsync_sys: 2
req_valid: 1
req_write: 1
request: 1
dr: 32
state: 3
dr_sys: 32
ir_sys: 8
udr_q_sys: 1
rsp_data_q: 16
==> per-layer routing <==
layer,global-route usage,part of all wire
met5,0,0
met4,0.0238,0.024
met3,0.0756,0.12
met2,0.160,0.43
met1,0.160,0.42
==> logic make-up after synthesis <==
group                  after synthesis
AND-OR/OR-AND                       13
flip-flops                          98
AND/OR/NAND/NOR                     43
multiplexers                        16
buffers and inverters               11
XOR/XNOR                             1
Power is estimated from default activity; no workload was simulated.
