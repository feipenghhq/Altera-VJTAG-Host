==> flow/design.v <==
module wbgpio #(
    parameter DATA_WIDTH = 32,       
    parameter NUM_GPIO   = 2,        
    parameter ADDR_WIDTH = 3,
    parameter BYTE_WIDTH = 8,
    parameter NUM_BYTES  = DATA_WIDTH / BYTE_WIDTH
) (
    input  logic                    clk,
    input  logic                    rst_n,
    input  logic [NUM_GPIO-1:0]                 cfg,     
    inout  logic [NUM_GPIO-1:0][DATA_WIDTH-1:0] gpio,
    input  logic                    wb_cyc_i,
    input  logic                    wb_stb_i,
    input  logic                    wb_we_i,
    input  logic [ADDR_WIDTH-1:0]   wb_adr_i,
    input  logic [NUM_BYTES -1:0]   wb_sel_i,
    input  logic [DATA_WIDTH-1:0]   wb_dat_i,
    output logic [DATA_WIDTH-1:0]   wb_dat_o,
    output logic                    wb_ack_o,
    output logic                    wb_stall_o
);
localparam BYTE_OFFSET = $clog2(NUM_BYTES);
logic [DATA_WIDTH-1:0]              gpio_r[NUM_GPIO-1:0];
logic [ADDR_WIDTH-1-BYTE_OFFSET:0]  wb_adr_word;
assign wb_adr_word = wb_adr_i[ADDR_WIDTH-1:BYTE_OFFSET];
always_ff @(posedge clk) begin
    if (!rst_n) begin
        wb_ack_o <= 1'b0;
    end
    else begin
        wb_ack_o <= wb_cyc_i & wb_stb_i;
        wb_dat_o <= gpio_r[wb_adr_word];
        if (wb_cyc_i && wb_stb_i) begin
            for (int i = 0; i < NUM_BYTES; i = i + 1) begin
                if (wb_we_i && wb_sel_i[i] && cfg[wb_adr_word]) gpio_r[wb_adr_word][BYTE_WIDTH*i+:8] <= wb_dat_i[BYTE_WIDTH*i+:8];
            end
        end
        for (int i = 0; i < NUM_GPIO; i=i+1) begin
            if (cfg[i] == 0) begin
                gpio_r[i] <= gpio[i];
            end
        end
    end
end
assign wb_stall_o = 1'b0;
genvar i;
generate
    for (i = 0; i < NUM_GPIO; i=i+1) begin: gen
        assign gpio[i] = cfg[i] ? gpio_r[i] : 'bz;
    end
endgenerate
endmodule
==> flow/run.sh <==
#!/bin/bash
# OpenROAD 26Q1-2900-gdf79404cd8, Yosys 0.63+post, stock flow scripts
make -C /OpenROAD-flow-scripts/flow DESIGN_CONFIG=/design/flow/config.mk WORK_HOME=/design/flow/orfs finish
==> flow/config.mk <==
export PLATFORM = sky130hd
export DESIGN_NAME = wbgpio
export DESIGN_NICKNAME = wbgpio
export VERILOG_FILES = /design/flow/design.v
export SDC_FILE = /design/flow/constraint.sdc
export NUM_CORES = 4
export LEC_CHECK = 1
export CORE_UTILIZATION = 30
==> flow/constraint.sdc <==
current_design wbgpio

set clk_period 1.5
set clk_io_pct 0.2

create_clock -name clk0 -period $clk_period [get_ports {clk}]

set non_clock_inputs [all_inputs -no_clocks]
set_input_delay [expr $clk_period * $clk_io_pct] -clock clk0 $non_clock_inputs
set_output_delay [expr $clk_period * $clk_io_pct] -clock clk0 [all_outputs]
==> flow_summary.ini <==
; implementation run metrics
[clock_tree]
htreeDepth = 3
cts.path.max_buffers = 2
cts_resized = 0
hold_buffers = 0
cts_buffers = 9
cts_root_buffer = clkbuf_16
cts_setup_buffers = 0
cts.sinks = 97

[synthesis]
flop_cell = edfxtp_1
yosysTopAreaCellShare_pct = 81.4
yosys_warnings = 2
synth-seq-cells = 97
top_cell = edfxtp_1
ys_area_sq_mm = 0.00354
postSynthSeqShare_pct = 81.9
edf_count = 96
synth_cells = 151
yosysTopAreaCell = edfxtp_1
async_reset_ff_share_pct = 0
ys_types = 14
synth_area_sq_mm = 0.00354
synth_stat.cells = 151
avgSynthCellArea_sq_um = 23.5
common_cells = edfxtp_1, mux2_4, nor3_1, nand2_1
area_leaders = edfxtp_1, mux2_4, buf_12

[outcome]
stop_stage = clock tree synthesis (4_1_cts)
error = [error] [KeplerFormal.cpp:679] Workflow failed: Iso has multiple drivers: .gpio0, gpio[0]$_DFFE_PP_.Q0
status = did not finish

[floorplanning]
row_count = 39
io_pins = 144
die_h_um = 111
fp-utilization_pct = 30.9
die_width_um = 111

[placed_design]
hpwlAfterDp_um = 4850
gp_congestion = 0.754
io_buffers = 76
place_area_sq_mm = 0.00451
[through the flow]
step	setup WS [ns]	std cells
after floorplan	-0.112	151
after global placement	-0.236	377
after detailed placement	-0.242	377
[cell families after synthesis]
group                  synth area share, %
flip-flops                            81.9
multiplexers                          13.2
AND/OR/NAND/NOR                       2.40
buffers and inverters                 2.33
other                                0.106
